--- ./run.sh ---
#!/bin/bash
# OpenROAD 26Q1-2900-gdf79404cd8, Yosys 0.63+post, stock flow scripts
make -C /OpenROAD-flow-scripts/flow DESIGN_CONFIG=/design/flow/config.mk WORK_HOME=/design/flow/orfs finish
--- ./config.mk ---
export PLATFORM = sky130hd
export DESIGN_NAME = divider
export DESIGN_NICKNAME = divider
export VERILOG_FILES = /design/flow/design.v
export SDC_FILE = /design/flow/constraint.sdc
export NUM_CORES = 4
export LEC_CHECK = 1
export CORE_UTILIZATION = 50
--- ./constraint.sdc ---
current_design divider

set clk_period 15.0
set clk_io_pct 0.2

create_clock -name clk0 -period $clk_period [get_ports {clk}]

set non_clock_inputs [all_inputs -no_clocks]
set_input_delay [expr $clk_period * $clk_io_pct] -clock clk0 $non_clock_inputs
set_output_delay [expr $clk_period * $clk_io_pct] -clock clk0 [all_outputs]
--- ./design.v ---
module divider
(	input wire clk,
	input wire resetn,
	input wire div_en,
	input wire sign_en,
	input wire [31:0] nume,  
	input wire [31:0] deno,  
	output wire [31:0] quot,  
	output wire [31:0] rema,  
	output wire 	   calc,  
	output wire 	   done
);
	wire nume_sign = nume[31] & sign_en;
	wire deno_sign = deno[31] & sign_en;
	wire [31:0] nume_0;  
	wire [31:0] deno_0;  
	assign nume_0 = (({32{nume_sign}}^nume) + nume_sign);
	assign deno_0 = (({32{deno_sign}}^deno) + deno_sign);
	wire quot_sign = (nume[31]^deno[31]) & sign_en;
	wire rema_sign = nume[31] & sign_en;
	reg [31:0] count;
	reg [63:0] nume_div;
	reg [31:0] deno_div;
	reg quot_sign_tmp;
	reg rema_sign_tmp;
	reg start;
	assign calc = |count;
	always @(posedge clk)
	begin
		if(!resetn) begin
		end
		else
			if(div_en) begin		
				nume_div 	  <= {32'b0,nume_0};
				deno_div 	  <= deno_0;
				quot_sign_tmp <= quot_sign;
				rema_sign_tmp <= rema_sign;
				start	 	  <= ~calc;
			end
			else begin
				start 		  <= 0;
			end
	end
	wire [32:0] div_tmp0;
	wire [32:0] div_tmp1;
	wire [32:0] div_tmp2;
	wire [32:0] div_tmp3;
	wire [32:0] div_tmp4;
	wire [32:0] div_tmp5;
	wire [32:0] div_tmp6;
	wire [32:0] div_tmp7;
	wire [32:0] div_tmp8;
	wire [32:0] div_tmp9;
	wire [32:0] div_tmp10;
	wire [32:0] div_tmp11;
	wire [32:0] div_tmp12;
	wire [32:0] div_tmp13;
	wire [32:0] div_tmp14;
	wire [32:0] div_tmp15;
	wire [32:0] div_tmp16;
	wire [32:0] div_tmp17;
	wire [32:0] div_tmp18;
	wire [32:0] div_tmp19;
	wire [32:0] div_tmp20;
	wire [32:0] div_tmp21;
	wire [32:0] div_tmp22;
	wire [32:0] div_tmp23;
	wire [32:0] div_tmp24;
	wire [32:0] div_tmp25;
	wire [32:0] div_tmp26;
	wire [32:0] div_tmp27;
	wire [32:0] div_tmp28;
	wire [32:0] div_tmp29;
	wire [32:0] div_tmp30;
	wire [32:0] div_tmp31;
	wire [32:0] deno_expend;
	assign deno_expend = {1'b0,deno_div};
	assign div_tmp0  = nume_div  [63:31] - deno_expend;
	assign div_tmp1  = nume_tmp0 [62:30] - deno_expend;
	assign div_tmp2  = nume_tmp1 [61:29] - deno_expend;
	assign div_tmp3  = nume_tmp2 [60:28] - deno_expend;
	assign div_tmp4  = nume_tmp3 [59:27] - deno_expend;
	assign div_tmp5  = nume_tmp4 [58:26] - deno_expend;
	assign div_tmp6  = nume_tmp5 [57:25] - deno_expend;
	assign div_tmp7  = nume_tmp6 [56:24] - deno_expend;
	assign div_tmp8  = nume_tmp7 [55:23] - deno_expend;
	assign div_tmp9  = nume_tmp8 [54:22] - deno_expend;
	assign div_tmp10 = nume_tmp9 [53:21] - deno_expend;
	assign div_tmp11 = nume_tmp10[52:20] - deno_expend;
	assign div_tmp12 = nume_tmp11[51:19] - deno_expend;
	assign div_tmp13 = nume_tmp12[50:18] - deno_expend;
	assign div_tmp14 = nume_tmp13[49:17] - deno_expend;
	assign div_tmp15 = nume_tmp14[48:16] - deno_expend;
	assign div_tmp16 = nume_tmp15[47:15] - deno_expend;
	assign div_tmp17 = nume_tmp16[46:14] - deno_expend;
	assign div_tmp18 = nume_tmp17[45:13] - deno_expend;
	assign div_tmp19 = nume_tmp18[44:12] - deno_expend;
	assign div_tmp20 = nume_tmp19[43:11] - deno_expend;
	assign div_tmp21 = nume_tmp20[42:10] - deno_expend;
	assign div_tmp22 = nume_tmp21[41: 9] - deno_expend;
	assign div_tmp23 = nume_tmp22[40: 8] - deno_expend;
	assign div_tmp24 = nume_tmp23[39: 7] - deno_expend;
	assign div_tmp25 = nume_tmp24[38: 6] - deno_expend;
	assign div_tmp26 = nume_tmp25[37: 5] - deno_expend;
	assign div_tmp27 = nume_tmp26[36: 4] - deno_expend;
	assign div_tmp28 = nume_tmp27[35: 3] - deno_expend;
	assign div_tmp29 = nume_tmp28[34: 2] - deno_expend;
	assign div_tmp30 = nume_tmp29[33: 1] - deno_expend;
	assign div_tmp31 = nume_tmp30[32: 0] - deno_expend;
	reg [31:0] quot_0;
	reg [63:0] nume_tmp0;
	reg [63:0] nume_tmp1;
	reg [63:0] nume_tmp2;
	reg [63:0] nume_tmp3;
	reg [63:0] nume_tmp4;
	reg [63:0] nume_tmp5;
	reg [63:0] nume_tmp6;
	reg [63:0] nume_tmp7;
	reg [63:0] nume_tmp8;
	reg [63:0] nume_tmp9;
	reg [63:0] nume_tmp10;
	reg [63:0] nume_tmp11;
	reg [63:0] nume_tmp12;
	reg [63:0] nume_tmp13;
	reg [63:0] nume_tmp14;
	reg [63:0] nume_tmp15;
	reg [63:0] nume_tmp16;
	reg [63:0] nume_tmp17;
	reg [63:0] nume_tmp18;
	reg [63:0] nume_tmp19;
	reg [63:0] nume_tmp20;
	reg [63:0] nume_tmp21;
	reg [63:0] nume_tmp22;
	reg [63:0] nume_tmp23;
	reg [63:0] nume_tmp24;
	reg [63:0] nume_tmp25;
	reg [63:0] nume_tmp26;
	reg [63:0] nume_tmp27;
	reg [63:0] nume_tmp28;
	reg [63:0] nume_tmp29;
	reg [63:0] nume_tmp30;
	reg [63:0] nume_tmp31;
	always @(posedge clk)
	begin
		quot_0[31]			<= !div_tmp0[32];
		nume_tmp0[63:31]	<= div_tmp0[32] ? nume_div[63:31] : div_tmp0;
		nume_tmp0[30: 0]	<= nume_div[30: 0];
		count[ 0]			<= start;
	end
	always @(posedge clk)
	begin
		quot_0[30]			<= !div_tmp1[32];
		nume_tmp1[62:30]	<= div_tmp1[32] ? nume_tmp0[62:30] : div_tmp1;
		nume_tmp1[29: 0]	<= nume_tmp0[29: 0];
		count[ 1]			<= count[ 0];
	end
	always @(posedge clk)
	begin
		quot_0[29]			<= !div_tmp2[32];
		nume_tmp2[61:29]	<= div_tmp2[32] ? nume_tmp1[61:29] : div_tmp2;
		nume_tmp2[28: 0]	<= nume_tmp1[28: 0];
		count[ 2]			<= count[ 1];
	end
	always @(posedge clk)
	begin
		quot_0[28]			<= !div_tmp3[32];
		nume_tmp3[60:28]	<= div_tmp3[32] ? nume_tmp2[60:28] : div_tmp3;
		nume_tmp3[27: 0]	<= nume_tmp2[27: 0];
		count[ 3]			<= count[ 2];
	end
	always @(posedge clk)
	begin
		quot_0[27]			<= !div_tmp4[32];
		nume_tmp4[59:27]	<= div_tmp4[32] ? nume_tmp3[59:27] : div_tmp4;
		nume_tmp4[26: 0]	<= nume_tmp3[26: 0];
		count[ 4]			<= count[ 3];
	end
	always @(posedge clk)
	begin
		quot_0[26]			<= !div_tmp5[32];
		nume_tmp5[58:26]	<= div_tmp5[32] ? nume_tmp4[58:26] : div_tmp5;
		nume_tmp5[25: 0]	<= nume_tmp4[25: 0];
		count[ 5]			<= count[ 4];
	end
	always @(posedge clk)
	begin
		quot_0[25]			<= !div_tmp6[32];
		nume_tmp6[57:25]	<= div_tmp6[32] ? nume_tmp5[57:25] : div_tmp6;
		nume_tmp6[24: 0]	<= nume_tmp5[24: 0];
		count[ 6]			<= count[ 5];
	end
	always @(posedge clk)
	begin
		quot_0[24]			<= !div_tmp7[32];
		nume_tmp7[56:24]	<= div_tmp7[32] ? nume_tmp6[56:24] : div_tmp7;
		nume_tmp7[23: 0]	<= nume_tmp6[23: 0];
		count[ 7]			<= count[ 6];
	end
	always @(posedge clk)
	begin
		quot_0[23]			<= !div_tmp8[32];
		nume_tmp8[55:23]	<= div_tmp8[32] ? nume_tmp7[55:23] : div_tmp8;
		nume_tmp8[22: 0]	<= nume_tmp7[22: 0];
		count[ 8]			<= count[ 7];
	end
	always @(posedge clk)
	begin
		quot_0[22]			<= !div_tmp9[32];
		nume_tmp9[54:22]	<= div_tmp9[32] ? nume_tmp8[54:22] : div_tmp9;
		nume_tmp9[21: 0]	<= nume_tmp8[21: 0];
		count[ 9]			<= count[ 8];
	end
	always @(posedge clk)
	begin
		quot_0[21]			<= !div_tmp10[32];
		nume_tmp10[53:21]	<= div_tmp10[32] ? nume_tmp9[53:21] : div_tmp10;
		nume_tmp10[20: 0]	<= nume_tmp9[20: 0];
		count[10]			<= count[ 9];
	end
	always @(posedge clk)
	begin
		quot_0[20]			<= !div_tmp11[32];
		nume_tmp11[52:20]	<= div_tmp11[32] ? nume_tmp10[52:20] : div_tmp11;
		nume_tmp11[19: 0]	<= nume_tmp10[19: 0];
		count[11]			<= count[10];
	end
	always @(posedge clk)
	begin
		quot_0[19]			<= !div_tmp12[32];
		nume_tmp12[51:19]	<= div_tmp12[32] ? nume_tmp11[51:19] : div_tmp12;
		nume_tmp12[18: 0]	<= nume_tmp11[18: 0];
		count[12]			<= count[11];
	end
	always @(posedge clk)
	begin
		quot_0[18]			<= !div_tmp13[32];
		nume_tmp13[50:18]	<= div_tmp13[32] ? nume_tmp12[50:18] : div_tmp13;
		nume_tmp13[17: 0]	<= nume_tmp12[17: 0];
		count[13]			<= count[12];
	end
	always @(posedge clk)
	begin
		quot_0[17]			<= !div_tmp14[32];
		nume_tmp14[49:17]	<= div_tmp14[32] ? nume_tmp13[49:17] : div_tmp14;
		nume_tmp14[16: 0]	<= nume_tmp13[16: 0];
		count[14]			<= count[13];
	end
	always @(posedge clk)
	begin
		quot_0[16]			<= !div_tmp15[32];
		nume_tmp15[48:16]	<= div_tmp15[32] ? nume_tmp14[48:16] : div_tmp15;
		nume_tmp15[15: 0]	<= nume_tmp14[15: 0];
		count[15]			<= count[14];
	end
	always @(posedge clk)
	begin
		quot_0[15]			<= !div_tmp16[32];
		nume_tmp16[47:15]	<= div_tmp16[32] ? nume_tmp15[47:15] : div_tmp16;
		nume_tmp16[14: 0]	<= nume_tmp15[14: 0];
		count[16]			<= count[15];
	end
	always @(posedge clk)
	begin
		quot_0[14]			<= !div_tmp17[32];
		nume_tmp17[46:14]	<= div_tmp17[32] ? nume_tmp16[46:14] : div_tmp17;
		nume_tmp17[13: 0]	<= nume_tmp16[13: 0];
		count[17]			<= count[16];
	end
	always @(posedge clk)
	begin
		quot_0[13]			<= !div_tmp18[32];
		nume_tmp18[45:13]	<= div_tmp18[32] ? nume_tmp17[45:13] : div_tmp18;
		nume_tmp18[12: 0]	<= nume_tmp17[12: 0];
		count[18]			<= count[17];
	end
	always @(posedge clk)
	begin
		quot_0[12]			<= !div_tmp19[32];
		nume_tmp19[44:12]	<= div_tmp19[32] ? nume_tmp18[44:12] : div_tmp19;
		nume_tmp19[11: 0]	<= nume_tmp18[11: 0];
		count[19]			<= count[18];
	end
	always @(posedge clk)
	begin
		quot_0[11]			<= !div_tmp20[32];
		nume_tmp20[43:11]	<= div_tmp20[32] ? nume_tmp19[43:11] : div_tmp20;
		nume_tmp20[10: 0]	<= nume_tmp19[10: 0];
		count[20]			<= count[19];
	end
	always @(posedge clk)
	begin
		quot_0[10]			<= !div_tmp21[32];
		nume_tmp21[42:10]	<= div_tmp21[32] ? nume_tmp20[42:10] : div_tmp21;
		nume_tmp21[ 9: 0]	<= nume_tmp20[ 9: 0];
		count[21]			<= count[20];
	end
	always @(posedge clk)
	begin
		quot_0[ 9]			<= !div_tmp22[32];
		nume_tmp22[41: 9]	<= div_tmp22[32] ? nume_tmp21[41: 9] : div_tmp22;
		nume_tmp22[ 8: 0]	<= nume_tmp21[ 8: 0];
		count[22]			<= count[21];
	end
	always @(posedge clk)
	begin
		quot_0[ 8]			<= !div_tmp23[32];
		nume_tmp23[40: 8]	<= div_tmp23[32] ? nume_tmp22[40: 8] : div_tmp23;
		nume_tmp23[ 7: 0]	<= nume_tmp22[ 7: 0];
		count[23]			<= count[22];
	end
	always @(posedge clk)
	begin
		quot_0[ 7]			<= !div_tmp24[32];
		nume_tmp24[39: 7]	<= div_tmp24[32] ? nume_tmp23[39: 7] : div_tmp24;
		nume_tmp24[ 6: 0]	<= nume_tmp23[ 6: 0];
		count[24]			<= count[23];
	end
	always @(posedge clk)
	begin
		quot_0[ 6]			<= !div_tmp25[32];
		nume_tmp25[38: 6]	<= div_tmp25[32] ? nume_tmp24[38: 6] : div_tmp25;
		nume_tmp25[ 5: 0]	<= nume_tmp24[ 5: 0];
		count[25]			<= count[24];
	end
	always @(posedge clk)
	begin
		quot_0[ 5]			<= !div_tmp26[32];
		nume_tmp26[37: 5]	<= div_tmp26[32] ? nume_tmp25[37: 5] : div_tmp26;
		nume_tmp26[ 4: 0]	<= nume_tmp25[ 4: 0];
		count[26]			<= count[25];
	end
	always @(posedge clk)
	begin
		quot_0[ 4]			<= !div_tmp27[32];
		nume_tmp27[36: 4]	<= div_tmp27[32] ? nume_tmp26[36: 4] : div_tmp27;
		nume_tmp27[ 3: 0]	<= nume_tmp26[ 3: 0];
		count[27]			<= count[26];
	end
	always @(posedge clk)
	begin
		quot_0[ 3]			<= !div_tmp28[32];
		nume_tmp28[35: 3]	<= div_tmp28[32] ? nume_tmp27[35: 3] : div_tmp28;
		nume_tmp28[ 2: 0]	<= nume_tmp27[ 2: 0];
		count[28]			<= count[27];
	end
	always @(posedge clk)
	begin
		quot_0[ 2]			<= !div_tmp29[32];
		nume_tmp29[34: 2]	<= div_tmp29[32] ? nume_tmp28[34: 2] : div_tmp29;
		nume_tmp29[ 1: 0]	<= nume_tmp28[ 1: 0];
		count[29]			<= count[28];
	end
	always @(posedge clk)
	begin
		quot_0[ 1]			<= !div_tmp30[32];
		nume_tmp30[33: 1]	<= div_tmp30[32] ? nume_tmp29[33: 1] : div_tmp30;
		nume_tmp30[0]		<= nume_tmp29[0];
		count[30]			<= count[29];
	end
	always @(posedge clk)
	begin
		quot_0[ 0]			<= !div_tmp31[32];
		nume_tmp31[32: 0]	<= div_tmp31[32] ? nume_tmp30[32: 0] : div_tmp31;
		count[31]			<= count[30];
	end
	assign quot = ({32{quot_sign_tmp}}^quot_0) + {30'd0,quot_sign_tmp}; 
	assign rema = ({32{rema_sign_tmp}}^nume_tmp31[31:0]) + rema_sign_tmp;
	assign done = count[31];
endmodule
==> impl_metrics.yaml <==
# implementation run metrics
critical_path:
  endpoint_kind: "output port"
  crit_path_cell_trace: "buf_4 -> or4b_2 -> mux2i_1 -> nand2b_1 -> nor2_1 -> and2_1 -> and2b_1 -> and2_1 -> nand2_1 -> mux2i_1 -> buf_4 -> xnor2_1 -> clkdlybuf4s50_1"
  cp_data_required_time_ns: 12.00
  startpoint_type_of_the_worst_setup_path: "flop"
  r2r_start: "deno_div[2]"
  crit_path_start: "quot_sign_tmp"
  crit_arrival_ns: 6.01
  r2r_slack_ns: 9.59
  worst_r2r_path_depth: 15
  worst_r2r_endpoint: "nume_tmp17[18]"
  crit_slowest_cell: "sky130_fd_sc_hd__edfxtp_1"
  critPathMaxStageDelay_ns: 0.75
  setup.worst_path.class: "flop to output port"
  critical_path.max_fanout: 47
worst_hold_path:
  hold_path_startpoint: "nume_tmp9[20]"
  worst_hold_path.endpoint: "nume_tmp10[20]"
  worst_hold_path_class: "flop to flop"
  min_path_cells: 0
final_timing:
  post-route-min-period_ns: 9.01
  worst_slew_margin_rel_pct: 35.1
  final.period_utilization_pct: 60.1
  rsz0062_at_grt: "no"
  tightest_slew_ns: 0.949
  skew_ns: 0.0579
  hold_fails_final_rpt: 0
  fmaxAchievable_mhz: 111
  setup_violations_final: 0
  timing.final.max_slew_violations: 0
  totalNegativeSetupSlack_ns: 0
yosys:
  synth_flop_count: 1651
  asyncSetResetFlopFracSynth_pct: 0
  post_synth_inst_count: 10617
  edf_count: 67
  synth-main-ff-cell: "sky130_fd_sc_hd__dfxtp_1"
  synth-seq-area-share_pct: 34.1
  synth.yosys.warnings: 1
  ys_cells: 10617
  synth_chip_area_um2: 98800
  avgSynthCellArea_um2: 9.30
  netlist_area_um2: 98800
  post_synth_num_cell_types: 111
route:
  drt-total-wl_um: 266000
  detail_route.first_pass.iterations: 6
  detail_route.drc_violations: 0
  route.detailed.vias_per_inst: 5.67
  detail_route.wl_per_cell_um: 19.7
  final_antenna_net_count: 0
  drt_first_iter_violations: 4910
  via_count: 76696
placed_design:
  globalplace.congestion: 0.951
  portBuffers: 133
  dpl.hpwl_um: 201000
cts:
  tritoncts_num_sinks: 1651
  cts_inserted_buffers: 182
  cts_max_level: 4
  cts_hold_bufs: 0
  tritoncts: "built"
  cts_resized: 0
  cts.root.buffer_cell: "sky130_fd_sc_hd__clkbuf_16"
  insertion_delay_ns: 0.87
  clkTransAtPathRegs_ns: 0.06
  ctsLongestPathBuffers: 3
  cts_setup_buffers: 0
grt:
  number_of_antenna_violations_at_the_first_check_in_global_routing: 16
  overflow: 0
  groute.usage.overall_pct: 27.3
  pin_count_of_the_biggest_net_entering_global_routing: 66
  via_count_of_the_first_global_routing_pass: 72572
  grt_pass1_wl_um: 412000
cells_and_area:
  combGateArea_um2: 62700
  final_layout_size_suffix_gt1_share_pct: 12.0
  area_growth_syn_to_layout_pct: 11.2
  layout.filler_cells: 16784
  flop_area_um2: 33700
floorplanning:
  die-width_um: 446
  die_h_um: 446
  placement_rows: 162
  dieArea_um2: 199000
  core_area_um2: 196000
  io_pins: 134
  initCoreUtil_pct: 50.5
run:
  stage_log_warnings: 26
  max-cap-violations: 0
power:
  vdd.ir_drop.worst_v: 0.000189
  report.power.total_uw: 30700
  power.density_nw_per_um2: 280
  leakage_uw: 0.0480
status:
  outcome: "finished, final reports clean"
[sequential cells by signal, summed over array words and instances, names as in the netlist, 50 cells and up]
register    count
nume_tmp8      55
nume_tmp9      54
nume_tmp7      56
nume_tmp10     53
nume_tmp5      58
nume_tmp4      59
nume_tmp2      61
nume_tmp11     52
nume_tmp13     50
nume_tmp0      63
nume_tmp12     51
nume_tmp3      60
nume_tmp1      62
nume_tmp6      57
[cell type report]
cell class	instances	share of cell area [%]
Timing Repair Buffer	243	1.97
Tap cell	2624	2.99
Inverter	362	1.24
Sequential cell	1651	30.7
Clock inverter	93	1.35
Multi-Input combinational cell	8301	57.1
Clock buffer	245	4.69
Antenna cell	5	0.0114
[routing by layer]
layer / global-route usage, % / part of all wire [%]
met1: 38.7 / 45
met2: 44.0 / 46
met3: 4.53 / 5.3
met4: 7.51 / 3.3
met5: 0 / 0.0049
[worst max-delay path, delay by kind of cell, from the launching register on]
kind,cells,cell delay (ns)
and+or+nand+nor,7,2.12
buffers and inverters,3,1.41
DFF,1,0.75
xor gates and xnor gates,1,0.54
muxes,2,0.31
[Yosys cell counts (42+ instances only)]
master / number / area [µm²]
sky130_fd_sc_hd__nand2b_1: 149 / 932
sky130_fd_sc_hd__o21a_1: 177 / 1330
sky130_fd_sc_hd__a21oi_1: 918 / 4590
sky130_fd_sc_hd__o21ai_0: 671 / 3360
sky130_fd_sc_hd__xor2_1: 356 / 3120
sky130_fd_sc_hd__ha_1: 1002 / 12500
sky130_fd_sc_hd__a31oi_1: 124 / 776
sky130_fd_sc_hd__o211ai_1: 47 / 353
sky130_fd_sc_hd__a21boi_0: 42 / 315
sky130_fd_sc_hd__nand4_1: 128 / 801
sky130_fd_sc_hd__o21bai_1: 96 / 721
sky130_fd_sc_hd__mux2_2: 655 / 7380
sky130_fd_sc_hd__mux2_4: 45 / 676
sky130_fd_sc_hd__buf_2: 53 / 265
sky130_fd_sc_hd__edfxtp_1: 67 / 2010
sky130_fd_sc_hd__o31ai_1: 66 / 495
sky130_fd_sc_hd__nor2_1: 581 / 2180
sky130_fd_sc_hd__nand2_1: 711 / 2670
sky130_fd_sc_hd__and2_1: 49 / 307
sky130_fd_sc_hd__nor2b_1: 143 / 895
sky130_fd_sc_hd__a211oi_1: 76 / 571
sky130_fd_sc_hd__clkbuf_1: 222 / 833
sky130_fd_sc_hd__inv_1: 360 / 1350
sky130_fd_sc_hd__xnor2_1: 675 / 5910
sky130_fd_sc_hd__nor3_1: 111 / 556
sky130_fd_sc_hd__nand3_1: 178 / 891
sky130_fd_sc_hd__a21o_1: 447 / 3360
sky130_fd_sc_hd__dfxtp_1: 1584 / 31700
sky130_fd_sc_hd__mux2i_1: 92 / 921
sky130_fd_sc_hd__and3_1: 68 / 425
[through the flow]
stage          setup slack, ns  hold WS [ns]  area, µm²  util [%]  std cells
3_5_place_dp              6.70         0.312     103000      52.8      13181
2_1_floorplan             8.57         0.310      98800         -      10631
4_1_cts                   5.77         0.292     110000      56.2      13519
6_report                  5.99         0.291     110000      56.2      13524
3_3_place_gp              6.70         0.310     103000      52.8      13181
5_1_grt                   5.69         0.294     110000      56.2      13520
[cell families after synthesis]
kind of cell / share of synthesized area, %
xor gates and xnor gates: 9.30
adders and majority gates: 13.3
buffers and inverters: 2.80
AOI/OAI and AO/OA: 19.7
other: 0.00380
DFF: 34.1
muxes: 9.22
and+or+nand+nor: 11.5
[worst max path at each step]
stage         depth (start not counted)  slack [ns]        to
CTS                                  13        5.77  quot[31]
finish                               13        5.99  quot[31]
global route                         13        5.69  quot[31]
[report_power, final]
part	total, µW	leakage, µW	switching [µW]	internal (µW)
clock network	4810	0.00323	1940	2870
registers	7390	0.0140	1120	6270
logic	18500	0.0308	9690	8830
total	30700	0.0480	12700	18000
[layout by cell type, fill, tap and decap left out, drive strengths merged, types with 128 or more instances in the layout]
cell type      count
a21o             448
a21oi            925
clkbuf           245
clkdlybuf4s50    133
dfxtp           1584
ha              1002
inv              373
mux2             712
nand2            711
nand2b           149
nand3            178
nand4            128
nor2             581
nor2b            144
o21a             177
o21ai            701
xnor2            680
xor2             360
Power and IR drop assume default switching activity.
